**/design/flow/config.mk**
```make
export PLATFORM = sky130hd
export DESIGN_NAME = vga_driver
export DESIGN_NICKNAME = vga_driver
export VERILOG_FILES = /design/flow/design.v
export SDC_FILE = /design/flow/constraint.sdc
export NUM_CORES = 4
export LEC_CHECK = 1
export CORE_AREA = 10 10 96 96
export DIE_AREA = 0 0 106 106
```
**/design/flow/run.sh**
```bash
#!/bin/bash
# OpenROAD 26Q1-2900-gdf79404cd8, Yosys 0.63+post, stock flow scripts
make -C /OpenROAD-flow-scripts/flow DESIGN_CONFIG=/design/flow/config.mk WORK_HOME=/design/flow/orfs finish
```
**/design/flow/constraint.sdc**
```tcl
current_design vga_driver

set clk_period 3.9
set clk_io_pct 0.2

create_clock -name clk0 -period $clk_period [get_ports {clk}]

set non_clock_inputs [all_inputs -no_clocks]
set_input_delay [expr $clk_period * $clk_io_pct] -clock clk0 $non_clock_inputs
set_output_delay [expr $clk_period * $clk_io_pct] -clock clk0 [all_outputs]
```
**/design/flow/design.v**
```verilog
module vga_driver(
input clk,
input rst,
output reg vga_clk,
output reg hsync,  
output reg vsync,  
output reg active_pixels,  
output reg frame_done,  
output reg [9:0]xPixel,  
output reg [9:0]yPixel,  
output reg VGA_BLANK_N,	 
output reg VGA_SYNC_N		 
);
parameter HA_END = 10'd639;            
parameter HS_STA = HA_END + 16;    
parameter HS_END = HS_STA + 96;    
parameter WIDTH   = 10'd799;            
parameter VA_END = 10'd479;            
parameter VS_STA = VA_END + 10;    
parameter VS_END = VS_STA + 2;     
parameter HEIGHT = 10'd524;            
always @(*)
begin 
	hsync = ~((xPixel >= HS_STA) && (xPixel < HS_END));
	vsync = ~((yPixel >= VS_STA) && (yPixel < VS_END));
	active_pixels = (xPixel <= HA_END && yPixel <= VA_END);
	frame_done = (yPixel >= VA_END);
	VGA_BLANK_N = active_pixels;
	VGA_SYNC_N = 1'b1;
end
always @(posedge clk or negedge rst)
begin
	if (rst == 1'b0)
	begin
		vga_clk <= 1'b0;
		xPixel <= 10'd0;
		yPixel <= 10'd0;
	end
	else
	begin
		vga_clk = ~vga_clk;  
		if (vga_clk == 1'b1)
			if(xPixel == WIDTH)
			begin
				xPixel <= 10'd0;
				if(yPixel == HEIGHT)
				begin
					yPixel<=10'd0;
				end
				else
				begin
					yPixel <= yPixel+1'b1;
				end
			end
			else
			begin
				xPixel <= xPixel+1'b1;
			end
		end
end
endmodule
```
==> changes_impl.md <==
### Implementation results

- Crit. End Element: primary output
- Fraction of registers with async set/reset: 1.00
- Pwr/cell area: ~220 nW/µm²
- Vias post-DR: roughly 1000
- Number of flops mapped to enable cells by yosys: 0
- RePlAce Congestion: 0.903
- Fill cells: ~790
- Fin Clk Skew: 0.00667 ns
- Largest net degree at the start of global routing: 22
- Cell Type Count: 38
- Sequential power share: 0.596
- Gates resized, CTS repair: 0
- Area grow syn2layout: 33.7%
- Worst skew pair latency: about 0.26 ns
- Largest area contributor in the netlist: dfrtp_1
- Syn Area/Cell: 9.54 µm²
- Clk pin slew, worst setup/hold paths: 0.08 ns
- Grt total ovfl: 0
- Crit Path Class: reg2out
- Slew @ Worst Pin: 0.540 ns
- CP arrival: 2.06 ns
- R2R setup slack: 1.76 ns
- Router iterations before antenna repair: 4
- Post-Route WL: ~3.1 mm
- Flip-flop and latch area: around 530 µm²
- Synthesized flop and latch total: 21
- Total Routing Usage GR: 0.0522
- Max-area cell share: 0.430
- R2r endpoint: yPixel[8]
- Syn Std Cell Area: between 1000 and 1500 µm²
- Register share after synthesis: 0.430
- Hold Fails Final Rpt: 0
- Post-route cell area: ~1600 µm²
- Antenna-violating nets left: 0
- Post-route setup TNS: 0 ns
- Clock power frac: 0.388
- IO Count: 29
- Floorplan Utilization: 0.169
- HP Class: reg2reg
- Ranking of synthesized cells by area: dfrtp_1 (43%), o21ai_0 (4.5%), ha_1 (4.1%)
- Post-CTS Hold Buffers: 0
- Vias in the first global route: 993
- P_leak: 0.658 nW
- Antenna violations before repair: 0
- Max cap viols: 0
- Htree depth: 1
- CTS tree: yes
- Synth top cell by count: dfrtp_1
- Hold Slack: 0.531 ns
- Post-route DRC: 0
- Commonest cells post-synth: dfrtp_1 (21), nand2_1 (11), o21ai_0 (11)
- Vias per cell: 4.02
- Die H: 106 µm
- Chip area: 11200 µm²
- Worst hold start: xPixel[4]
- Yosys cell count: 128
- Final setup viols: 0
- Rows: 31
- Setup repair after global routing missed its margin: no
- CP Max Fanout: 8
- Placed instance area: 1590 µm²
- End of the worst hold path: xPixel[4]
- Logic pwr share: 0.016
- Worst r2r path cells: 5
- IO buf count: 27
- Main synth FF type: dfrtp_1
- CTS root buffer: clkbuf_8
- Dpl cells: between 200 and 250
- Drt wl/cell: 12.1 µm
- CTS sink count: 21
- TritonCTS Buffers: 3
- Worst path required time: 3.12 ns
- Max clock buf depth: 2
- Net Sw Frac: 0.201
- Tot Pwr: roughly 0.37 mW
- Comb area: 638 µm²
- VDD IR max: between 0.09 and 0.1 mV
- Core Box Area: slightly above 7000 µm²
- Switch Pwr: 0.0735 mW
- Share of cells above drive strength 1: 0.0714
- Synth warn: 1
- Drt first-iter violations: 46
- Buffer count from post-CTS setup fixing: 0
- Final period utilization: 0.729
- Worst hold path depth: 1
- ANT cells: 0
- First-pass GRT wire length: a little over 5 mm
- Final HPWL DP: 2.28 mm
- Status: completed
- Crit path from: yPixel[0]
- Period minus WS final: 2.84 ns
- Synthesized instance count: approximately 130
- Rel. slew slack: 0.635
- Power Internal: 0.292 mW
- Yosys synthesis chip area: roughly 1200 µm²
- Finished Layout Cells: approximately 250
- Die span in x: 106 µm
- Reg2reg start: xPixel[0]
- Final Max Slew Viols: 0
- Startpoint Class: flip-flop
- Tool warnings: 27
- Achievable frequency: 352 MHz
## kinds of logic after synthesis
kind of cell	count (synthesis)	synth area share
buffers and inverters	12	0.0471
AND-OR/OR-AND	26	0.128
multiplexers	2	0.0174
flip-flops	21	0.430
other	1	0.00307
adder cells (fa/ha/maj)	4	0.0410
AND/OR/NAND/NOR	53	0.268
XOR/XNOR	9	0.0645
## worst max path at each step
| stage | endpoint |
|---|---|
| global route | vsync |
| CTS | vsync |
| finish | vsync |
## per-stage QoR
stage / setup slack (ns) / utilization
5_1_grt: 0.938 / 0.226
6_report: 1.06 / 0.226
4_1_cts: 1.03 / 0.226
3_3_place_gp: 1.37 / 0.220
2_1_floorplan: 1.90 / -
3_5_place_dp: 1.33 / 0.220
## final cells by class
class                      count  share of cell area
tap                           99              0.0759
timing repair buffer          28               0.170
inverter                       6              0.0138
sequential                    21               0.322
clock buffer                   4              0.0276
multi-input combinational     95               0.391
## sequential cells by signal, indices dropped and copies added (netlist names)
name / cells
xPixel: 10
yPixel: 10
vga_clk: 1
## worst max-delay path, cell delays in order (launching register included)
cell,delay (ns)
dfrtp_1,0.46
ha_1,0.27
nor4b_1,0.25
o21ai_0,0.11
or3_1,0.32
clkdlybuf4s50_1,0.41
## layout by cell type (no fill, tap or decap), types with 4 or more instances in the layout
cell / synthesis / routed
o21ai_0: 11 / 11
nand3_1: 8 / 8
ha_1: 4 / 4
nor2_1: 7 / 7
dfrtp_1: 21 / 21
nand2_1: 11 / 11
inv_1: 6 / 6
xnor2_1: 4 / 4
xor2_1: 5 / 5
clkdlybuf4s50_1: 0 / 27
a21oi_1: 4 / 4
## layer usage
metal / share of wire / routed length, µm / global-route usage / vias to the layer above
li1: - / - / - / 510
met1: 0.45 / 1380 / 0.0741 / 487
met2: 0.49 / 1480 / 0.0844 / 17
met3: 0.046 / 139 / 0.00612 / 2
met4: 0.016 / 50 / 0.00967 / 0
met5: 0 / 0 / 0 / -
## power groups by stage
| stage | sequential (mW) | combinational [mW] | clock (mW) |
|---|---|---|---|
| final | 0.218 | 0.00592 | 0.142 |
| after global routing | 0.218 | 0.00723 | 0.156 |
| after CTS | 0.217 | 0.00657 | 0.151 |
Power figures rest on the tool's default switching activity, not on a simulated workload.
